==> ./design.v <==
module MasterL(
	input [3:0] X,
	input [3:0] Y,
	input [1:0] select,
	output [7:0] out
	);
	wire [7:0] Andout, Orout, Xorout, Notout;
	andmod one(X,Y, Andout);
	ormod two(X,Y, Orout);
	xormod three(X,Y, Xorout);
	notmod four({Y,X}, Notout);
	mux display(Andout, Orout, Xorout, Notout, select, out);
endmodule 
 module andmod(
	input [3:0] X,
	input [3:0] Y,
	output [3:0] out
	);
	assign out = X & Y;
endmodule 
 module ormod(
	input [3:0] X,
	input [3:0] Y,
	output [3:0] out
	);
	assign out = X | Y;
endmodule 
 module xormod(
	input [3:0] X,
	input [3:0] Y,
	output [3:0] out
	);
	assign out = X ^ Y;
endmodule 
 module notmod(
	input [7:0] Z,
	output [7:0] out
	);
	assign out = ~Z;
endmodule
module mux(
	input [7:0] a,
	input [7:0] b, 
	input [7:0] c,
	input [7:0] d,
	input [1:0] S,
	output [7:0]f
	);
	assign f = S[1] ? (S[0] ? d:c) : (S[0] ? b : a);
endmodule
==> ./run.sh <==
#!/bin/bash
# OpenROAD 26Q1-2900-gdf79404cd8, Yosys 0.63+post, stock flow scripts
make -C /OpenROAD-flow-scripts/flow DESIGN_CONFIG=/design/flow/config.mk WORK_HOME=/design/flow/orfs finish
==> ./config.mk <==
export PLATFORM = sky130hd
export DESIGN_NAME = MasterL
export DESIGN_NICKNAME = MasterL
export VERILOG_FILES = /design/flow/design.v
export SDC_FILE = /design/flow/constraint.sdc
export NUM_CORES = 4
export LEC_CHECK = 1
export CORE_AREA = 10 10 70 70
export DIE_AREA = 0 0 80 80
==> ./constraint.sdc <==
current_design MasterL

set clk_period 1.4
set clk_io_pct 0.2

create_clock -name clk0 -period $clk_period

set non_clock_inputs [all_inputs -no_clocks]
set_input_delay [expr $clk_period * $clk_io_pct] -clock clk0 $non_clock_inputs
set_output_delay [expr $clk_period * $clk_io_pct] -clock clk0 [all_outputs]
==> ci_impl_report.md <==
### Flow metrics

| Metric | Value |
|---|---|
| Outcome | `finished, violations left` |
| Failing checks | `setup timing` |
| Vias in the first global route | `336` |
| Adder Area Share | `between 30% and 40%` |
| Worst-Margin Slew | `roughly 120 ps` |
| First-pass GRT wire length | `1590 um` |
| Syn_area_per_cell | `8.84 um2` |
| Storage element area | `0 um2` |
| Simple share | `7.08%` |
| Min-Delay Path Class | `input pin to output port` |
| Synth Warn # | `3` |
| Chip area | `~6400 um2` |
| Critical path required time | `between 1000 and 1500 ps` |
| Die height | `80 um` |
| Synth unique cells | `6` |
| CP Launch Type | `input pin` |
| Iteration-0 DRC Markers | `0` |
| XOR-XNOR Cells, Area Fraction | `0%` |
| Period utilisation layout | `105%` |
| Placed Instances | `99` |
| Layout filler cell count | `361` |
| Initial antenna violation count | `0` |
| Final setup margin | `-73.9 ps` |
| Total chip power | `0.180 mW` |
| Peak supply drop | `74.7 uV` |
| Worst setup startpoint | `Y[2]` |
| RD Place Congestion | `around 0.75` |
| Synth Instances | `30` |
| Wire per inst | `between 9 and 10 um` |
| Drt via density | `2.95` |
| Most frequent cell after synthesis | `inv_1` |
| Main logic family | `adder cells` |
| Max Freq | `678 MHz` |
| Dpl hpwl | `between 700 and 800 um` |
| Sequential-to-total area share from yosys stat | `0%` |
| Row count | `21` |
| Worst Path Arrival | `~1200 ps` |
| Post-route cell area | `748 um2` |
| Final ANT Viol Nets | `0` |
| Placeable Area | `3420 um2` |
| YS chip area | `265 um2` |
| Tool warnings | `38` |
| Boundary pin count | `18` |
| Post-route insts no fill | `106` |
| End of the critical path | `out[2]` |
| Logic area | `~350 um2` |
| Via count | `between 300 and 400` |
| # setup viols final | `4` |
| CP endpoint kind | `output port` |
| DRC viols | `0` |
| N_diodes | `0` |
| Cell type with the largest total area | `ha_1` |
| Top cells, area | `ha_1 38%, mux4_2 34%, inv_1 17%, nor2_1 5.7%, buf_6 4.2%` |
| Placed Area | `549 um2` |
| Initial DRT Pass Iterations | `1` |
| Post-Syn Area | `265 um2` |
| Yosys cell count | `30` |
| Chip Width | `80 um` |
| Area growth, synth to finish | `182%` |
| PortBufs | `18` |
| Maximum number of pins on one net before global-route repair | `6` |
| Top cell area share | `37.7%` |
| Hold path startpoint | `select[0]` |
| Crit path time final | `1470 ps` |
| Endpoints failing hold | `0` |
| Post-Synth AOI/OAI Area | `0%` |
| Flop count | `0` |
| Top cells by count | `12 x inv_1, 8 x ha_1, 4 x mux4_2, 4 x nor2_1` |
| Slew margin rel. | `roughly 90%` |
| Final WL | `1060 um` |
| Classification of the worst setup path | `input pin to output port` |
| Clock buf count | `0` |
| Hold_buf cts | `0` |
| Fp_density | `around 7.8%` |
| Max-slew violation count | `0` |
| Sum Neg Setup Slack | `-278 ps` |
| Worst-path fanout max | `2` |
| RSZ-0062 raised after global routing | `yes` |
| Total grt overflow | `0` |
| Hold path depth | `3` |
| MUX area fraction | `roughly a third` |
| P_leak | `0.325 nW` |
| MaxCap Viol Count | `0` |
| PD cells | `241 nW/um2` |
| Fraction of layout instances using a drive strength above 1 | `86.7%` |
| Total GRT Usage | `2.95%` |
cells in the final DEF, fill, tap and decap left out:
cell / n
buf_2: 5
nor2_4: 2
nor2_2: 2
buf_6: 12
buf_4: 8
nand2_8: 1
buf_8: 1
inv_1: 4
dlygate4sd2_1: 4
inv_4: 4
inv_2: 4
mux4_2: 4
ha_4: 8
buf_12: 1
per-stage QoR:
| step | hold WS, ps | setup WS (ps) | util (%) |
|---|---|---|---|
| after floorplan | 573 | 136 | - |
| after global placement | 1580 | -864 | 16.1 |
| after detailed placement | 1590 | -870 | 16.1 |
| after CTS | 996 | -79.2 | 20.8 |
| after global routing | 1020 | -105 | 21.9 |
| final | 992 | -73.9 | 21.9 |
where the power goes:
part | total (mW) | internal, mW | leakage (nW) | switching [mW]
Clock | 0 | 0 | 0 | 0
Sequential | 0 | 0 | 0 | 0
Combinational | 0.180 | 0.112 | 0.325 | 0.0684
Total | 0.180 | 0.112 | 0.325 | 0.0684
what timing repair did:
item	in CTS	in global routing
setup endpoints to repair	8	4
pin swaps	6	1
resized	104	2
buffers inserted	3	4
endpoints found under the hold margin	0	0
how the worst min path moves through the flow:
stage / endpoint / slack [ps]
CTS: out[2] / 1000
global route: out[0] / 1020
finish: out[0] / 990
cell type report:
type | instances | area share [%]
multi-input cells | 17 | 46.2
well taps | 46 | 7.69
repair buffers | 31 | 38.8
inverters | 12 | 7.36
kinds of logic after synthesis:
| family | Yosys count |
|---|---|
| fa+ha+maj | 8 |
| buf+inv | 13 |
| mux | 4 |
| simple gates | 5 |
critical path: stages:
cell,delay [ps]
buf_6,100
inv_2,60
ha_4,190
mux4_2,440
buf_2,130
per-layer routing:
layer  part of all wire, %  up-vias  global-route usage (%)
li1                      -      154                       -
met5                     0        -                       0
met2                    46       13                    4.82
met1                    43      146                    3.83
met3                    11        0                    1.14
met4                     0        0                       0
No activity file was given, so power comes from the tool's default toggle rates.
