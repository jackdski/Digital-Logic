**design.v**
```verilog
module MasterA(
	input [3:0] X,
	input [3:0] Y,
	input [1:0] select,
	output [7:0] out,
	output LED
		);
		wire [3:0] Addresult, Subtresult;
		wire [7:0] Multresult, Divresult;
		wire LEDA, LEDS, LEDM, LEDD;
		reg LEDT;
		wire [7:0] Z = {Y,X};
		Adder add(X, Y, Addresult, LEDA);
		Subtractor subt(X, Y, Subtresult, LEDS);
		Mult_2 mult(Z, Multresult, LEDM);
		Div_2 div(Z, Divresult, LEDD);
		always @(select)
		begin
			case (select)
				0: LEDT = LEDA;
				1: LEDT = LEDS;
				2: LEDT = LEDM;
				3: LEDT = LEDD;
			endcase
		end
		assign LED = LEDT;
		mux display(Addresult, Subtresult, Multresult, Divresult, select, out);	
endmodule 
module FullAdder(x, y, s, ci, co);
	input x, y, ci;
	output s, co;
	assign s=x^y^ci;
	assign co=x&y|x&ci|y&ci;	
endmodule 
module Adder(
	input [3:0] x,
	input [3:0] y,
	output [3:0] s,
	output c
	);
	wire carry[4:0];
	assign carry[0] = 0;
	genvar i;
	generate
		for(i=0; i<4; i = i + 1)
		begin:addbit
			FullAdder fOne(x[i],y[i],s[i], carry[i], carry[i+1]);
		end
	endgenerate 
	assign c = carry[4];
endmodule 
module Subtractor(
	input [3:0] A,
	input [3:0] B,
	output [3:0] out,
	output reg led
	);
	always @(A | B)
	begin
		if (B>A)
		begin
			led=1;
		end
		else
		begin
			led=0;
		end
	end
	wire [3:0] b;
	assign b = ~B + 1;
	assign out= A+ b;
endmodule
module Mult_2(in, out, carry);
	input [7:0] in;
	output [7:0] out;
	output carry;
	wire [8:0] c;
	reg o;
	assign c = in << 1;
	always @(in)
	begin
		if (in[7] == 1)
			begin
				o = 1;
			end
		else
			begin
				o = 0;
			end
	end
	assign out = c;
	assign carry = o;
endmodule
module Div_2(in, out, remain);
	input [7:0] in;
	output [7:0] out;
	output remain;
	wire [8:0] c;
	reg o;
	assign c = in >> 1;
	always @(in)
	begin
		if (in[0] == 1)
			begin
				o = 1;
			end
		else 
			begin 
				o = 0;
			end
	end
	assign out = c;
	assign remain = o;
endmodule 
module mux(
	input [7:0] a,
	input [7:0] b, 
	input [7:0] c,
	input [7:0] d,
	input [1:0] S,
	output [7:0]f
	);
	assign f = S[1] ? (S[0] ? d:c) : (S[0] ? b : a);
endmodule
```
**run.sh**
```bash
#!/bin/bash
# OpenROAD 26Q1-2900-gdf79404cd8, Yosys 0.63+post, stock flow scripts
make -C /OpenROAD-flow-scripts/flow DESIGN_CONFIG=/design/flow/config.mk WORK_HOME=/design/flow/orfs finish
```
**config.mk**
```make
export PLATFORM = sky130hd
export DESIGN_NAME = MasterA
export DESIGN_NICKNAME = MasterA
export VERILOG_FILES = /design/flow/design.v
export SDC_FILE = /design/flow/constraint.sdc
export NUM_CORES = 4
export LEC_CHECK = 1
export CORE_AREA = 10 10 70 70
export DIE_AREA = 0 0 80 80
```
**constraint.sdc**
```tcl
current_design MasterA

set clk_period 3.2
set clk_io_pct 0.2

create_clock -name clk0 -period $clk_period

set non_clock_inputs [all_inputs -no_clocks]
set_input_delay [expr $clk_period * $clk_io_pct] -clock clk0 $non_clock_inputs
set_output_delay [expr $clk_period * $clk_io_pct] -clock clk0 [all_outputs]
```
==> run notes <==
The synthesis and place-and-route flow finished, so here is a summary.

After detailed routing, the average wire length per cell comes to 11.4 um. The area share of xor/xnor cells in the synthesized design came out at 3.69%. The routed design uses 154 um of met3 wire. For reference, the mux area share after synthesis is between 20% and 30%. The initial antenna violation count came out at 0.

Per the detailed-route log, wirelength across all metal layers totals 1470 um. The clock buffer instance count of the final layout came out at 0. Recorded from the global router log, the overflow total was 0. The area taken by flip-flops and latches is 0 um^2. Per the OpenROAD floorplan log, the height of the die is approximately 80 um. The number of buffers inserted by hold repair at cts is 0.

The total non-filler cell area in the finished layout is 862 um^2. The buffer and inverter count on the worst path is 4. The instance count along the most critical hold path is 4. The cell area reported after detailed placement came out at 826 um^2. The overall die size recorded for this design is between 6000 and 7000 um^2. The number of top-level pins is 19. The tally of unique sky130hd cells used after synthesis came out at 21. The basic-gate share of the synthesized area counting and, or, nand and nor cells came out at 14.5%.

The launch point of the worst min-delay path is recorded as Y[0]. The via total after detailed routing came out at 485. The non-filler instance count after layout is around 130. The endpoint kind of the worst setup timing path is an output pin. The tool warning count for the run is 36. The power density over the cells is 145 nW/um^2. The final weighted congestion in routability-driven placement is 0.904. During synthesis, Yosys emitted a total of 7 warnings. According to the hold report, the worst path is of the input pin to output pin type. The remaining antenna violation count after routing is 0.

Per the repair_timing log after CTS, setup buffers inserted total 0. The run finished with clean final reports. The fraction of final layout cells sized beyond drive strength 1 is 41.0%. The peak supply drop came out at roughly 0.000049 V. The detailed router used layers up to and including met3. The data arrival time of the worst path is 2.47 ns. The headroom to the max-slew limit came out at between 70% and 80%. In this run the critical path is formed by buf_4 -> ha_4 -> fa_2 -> fa_2 -> inv_2 -> fa_1 -> inv_1 -> mux4_2 -> buf_2. The per-instance average area after synthesis came out at 9.30 um^2. The sum of routed wire segments on met1 is about 700 um. The critical path is of the input pin to output pin type. Per the placement log, port buffering inserted 19 buffers. The fraction of the cycle the final worst path needs is 97.2%.

Global routing used 4.84% of the available tracks across all layers. The synthesized netlist cell count came out at around 51. The count of pins over their slew limit came out at 0. The critical path's largest stage delay is 0.40 ns. Hold analysis lists the worst path endpoint as out[3]. Setup repair after global routing left no endpoint under its margin. Looking at the critical path, the single cell with the biggest stage delay is fa_1. Yosys reports a chip area of 474 um^2. The area of the core came out at 3420 um^2. The maximum fanout along the worst path came out at 2. The highest achievable clock rate came out at between 0.3 and 0.4 GHz. The final setup violation count is 0.

The placed wire-length estimate is ~1200 um. The hold violation count in the final report came out at 0. Entering global routing, the biggest net connects 13 pins.

STA classifies the critical path startpoint as an input pin. The synthesized netlist was found by Yosys to have 51 cells. For the pin with the worst max-slew slack, the measured transition is 0.328 ns. The adder-cell share of the synthesized area is 38.0%. The layout overhead on the synthesized area is 81.8%.

The number of DRC violations after detailed-routing iteration 0 is 10. The report lists the number of standard-cell rows as 21. The gate family responsible for the most delay along the worst path is adder cells. After synthesis, flip-flops and latches occupy 0% of the total area. The detail-routed via count per cell is approximately 3.8. The number of placed instances, taps included, is 129. The first global-routing pass estimated 2620 um of wire.

The number of optimization iterations in the first detailed-route pass came out at 2. Detailed routing placed a total of between 600 and 700 um of wire on met2. The complex-gate fraction of the synthesized area is 12.7%. The max-cap violation count is 0. The cell area that synthesis handed to floorplanning was about 470 um^2. Grouping non-sequential cells by family puts the most area in adder cells. In this design, the critical path's most frequently occurring cell is fa_2.

The post-detailed-route DRC marker count is 0. Per the OpenROAD floorplan log, the width of the die is approximately 80 um. The total leakage power is 0.000389 uW. The sequential cell count of the final layout is 0. The required time at the endpoint of the critical path is 2.56 ns. The via count of the first global-routing pass is 531.

The minimum clock period is slightly above 3 ns. Before placement the cells fill 13.9% of the core. The repair_antennas step left the layout with diodes totalling 0.
[metrics by stage]
stage | total power [uW] | util (%) | setup slack [ns] | setup TNS [ns] | hold slack (ns)
detailed placement | 123 | 24.2 | -0.713 | -1.81 | 2.42
finish | 125 | 25.2 | 0.0892 | 0 | 1.83
CTS | 120 | 24.2 | 0.0200 | 0 | 1.83
global placement | 123 | 24.2 | -0.706 | -1.80 | 2.42
global route | 141 | 25.2 | 0.0183 | 0 | 1.86
floorplan | 52.6 | - | 0.308 | 0 | 1.35
[cells in the final DEF, fill, tap and decap left out, types with 2 or more instances in the layout]
master and instances:
buf_4 16, mux2i_1 3, dlygate4sd2_1 3, ha_4 3, fa_2 2, a21oi_1 2, ha_1 4, inv_1 10
fa_1 2, clkdlybuf4s50_1 10, mux4_2 3, xnor2_1 2, nor2b_1 4, buf_2 2
[cell usage after synthesis]
| cell | count | area [um^2] |
|---|---|---|
| inv_1 | 11 | 41.3 |
| ha_1 | 8 | 100 |
| fa_1 | 4 | 80.1 |
| nor2b_1 | 4 | 25.0 |
| a21oi_1 | 3 | 15.0 |
| mux2i_1 | 3 | 30.0 |
| mux4_2 | 3 | 67.6 |
| xnor2_1 | 2 | 17.5 |
| a221oi_2 | 1 | 15.0 |
| a2bb2oi_1 | 1 | 8.76 |
| a31o_2 | 1 | 8.76 |
| buf_2 | 1 | 5.00 |
| clkbuf_1 | 1 | 3.75 |
| nand3_1 | 1 | 5.00 |
| nand3b_1 | 1 | 7.51 |
| nand4_1 | 1 | 6.26 |
| nor2_1 | 1 | 3.75 |
| nor2b_4 | 1 | 13.8 |
| nor3b_1 | 1 | 7.51 |
| o211ai_1 | 1 | 7.51 |
| o21ai_0 | 1 | 5.00 |
[repair_timing]
item,in CTS,in global routing
gates cloned,0,0
hold endpoints to repair,0,0
endpoints found under the setup margin,4,3
gates resized,24,7
pin swaps,4,3
[how the worst max path moves through the flow]
| stage | start | to | slack (ns) | cells after the start |
|---|---|---|---|---|
| final | Y[0] | out[3] | 0.09 | 9 |
| after global routing | X[3] | LED | 0.02 | 8 |
| after CTS | X[3] | LED | 0.02 | 8 |
[final cells by class]
cell class | count | area, um^2
fill | 371 | 2550
inverter | 11 | 41.3
multi-input combinational | 38 | 479
timing repair buffer | 34 | 284
tap | 46 | 57.6
[tightest hold or removal path, stage by stage]
cell	delay (ns)
buf_4	0.10
buf_4	0.12
mux4_2	0.23
buf_2	0.09
[layer usage]
| metal | GRT usage [%] | vias to the layer above |
|---|---|---|
| met5 | 0 | - |
| met4 | 0 | 0 |
| met3 | 1.93 | 0 |
| met2 | 7.06 | 17 |
| met1 | 6.94 | 226 |
| li1 | - | 242 |
[where the power goes]
| part | total [uW] | switching (uW) | internal [uW] | leakage [uW] |
|---|---|---|---|---|
| sequential | 0 | 0 | 0 | 0 |
| clock | 0 | 0 | 0 | 0 |
| combinational | 125 | 48.3 | 76.5 | 0.000389 |
| total | 125 | 48.3 | 76.5 | 0.000389 |
[logic make-up after synthesis]
logic type                 count (synthesis)
buffers and inverters                     13
AOI/OAI and AO/OA                          8
xor gates and xnor gates                   2
adders and majority gates                 12
and+or+nand+nor                           10
muxes                                      6
No activity file was given, so power comes from the tool's default toggle rates.
