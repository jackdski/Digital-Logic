### run.sh
#!/bin/bash
# OpenROAD 26Q1-2900-gdf79404cd8, Yosys 0.63+post, stock flow scripts
make -C /OpenROAD-flow-scripts/flow DESIGN_CONFIG=/design/flow/config.mk WORK_HOME=/design/flow/orfs finish
### config.mk
export PLATFORM = sky130hd
export DESIGN_NAME = MasterM
export DESIGN_NICKNAME = MasterM
export VERILOG_FILES = /design/flow/design.v
export SDC_FILE = /design/flow/constraint.sdc
export NUM_CORES = 4
export LEC_CHECK = 1
export CORE_UTILIZATION = 30
### constraint.sdc
current_design MasterM

set clk_period 5.1
set clk_io_pct 0.2

create_clock -name clk0 -period $clk_period [get_ports {CLK}]

set non_clock_inputs [all_inputs -no_clocks]
set_input_delay [expr $clk_period * $clk_io_pct] -clock clk0 $non_clock_inputs
set_output_delay [expr $clk_period * $clk_io_pct] -clock clk0 [all_outputs]
### design.v
module MasterM(
	input CLK,
	output reg [9:0]leds
	);
	reg [11:0] driver;
	reg [9:0] lights;
	reg direction;  
	initial
		begin
			driver = 12'b0000000011;
			lights = 10'b00000001;
		end
	reg move =0;
	reg[17:0] counter=0;
	always @(posedge CLK)
	begin
		counter=counter+1;
		if (counter== 18'b11111111111111111111)
		begin
			move= ~move;
			counter=0;
		end
	end
		always @(posedge move)
		begin
			if (driver[0]==1)
				begin
				driver= driver<<1;
					direction = 0;
				end
			else if(driver[0]==0 & driver[11]==0)
				begin
					if (direction==0)
					begin
						driver = driver<<1;
					end
					else
					begin
						driver = driver>>1;
					end
				end
			else if(driver[11]==1)
			begin
				driver=driver>>1;
				direction =1;
			end
			lights[9:0] = driver[10:1];
		end
always @(lights)
begin
	leds = lights;
end
endmodule 
==> flow_summary.toml <==
# implementation run metrics
[critical_path]
rr_startpoint = "counter[0]"
path_buffers = 1
crit_path_max_incr_delay_ns = 0.49
crit_type = "reg -> reg"
cp_top_family = "simple AND/OR/NAND/NOR gates"
reg2regPathDepth = 7
r2r_slack_ns = 2.37
cp_slowest_cell = "a2111oi_4"
worstPathArrival_ns = 2.69
end_kind = "flip-flop"
worstPathCellList = "ha_1 > and3_1 > nand4_2 > nor4b_1 > o21ai_1 > a2111oi_4 > buf_4"
crit_required_ns = 5.06
cp-start-kind = "flip-flop"
timing.rr.end = "move"
cp_max_fo = 11

[synthesis]
synthTopCellsByArea = "dfxtp_1 42%, nand2_1 7.9%, buf_4 5.6%, xor2_1 5.3%, xnor2_1 3.6%"
ys.flop_type = "dfxtp_1"
synth_chip_area_um2 = 1480
synthDistinctLibCells = 38
yosysTopAreaCell = "dfxtp_1"
synthDominantCellAreaShare = 0.420
edf_count = 1
synth.avg_cell_area_um2 = 9.13
syn_area_um2 = 1480
syn-instance-count = 162
async_flop_share = 0
ys_seq_frac = 0.440
yosys_warnings = 2
synth-seq-cells = 32
ys_cells = 162

[worst_hold_path]
min_to = "counter[0]"
min_path_cells = 1
hold_class = "reg -> reg"
holdCritStartpoint = "counter[0]"

[sta]
fin_tns_setup_ns = 0
finalCritPeriodShare = 0.536
rsz0062_at_grt = "false"
fin_crit_ns = 2.73
untimed_endpoints = 23
unclocked_regs = 13
finalSetupViolations = 0
hold_viol_final = 0
setup_slack_ns = 2.37
fmax_mhz = 366
slew_headroom = 0.528
drv_slew = 0
worst_pin_slew_ns = 0.706
clock_skew_ns = 0.000826

[die]
rows = 25
fp_util = 0.313
die_height_um = 72.2
die_x_um = 72.2
chip_area_um2 = 5210
ioPinCount = 11
fp.coreArea_um2 = 4720

[placement]
dpl.hpwl_um = 1590
port_buffers = 10
place_inst = 225
dpl_worst_slack_ns = 2.38
globalplace.congestion = 0.759

[power]
peakVddDrop_mv = 0.149
leakage_nw = 0.550
powerDensity_nw_per_um2 = 157

[final_layout]
drive_gt1_frac = 0.105
layout_top_cells = "31 x nand2_1, 31 x dfxtp_1, 12 x nor2_1"
syn2layout_area_growth_pct = 7.87
final_cells = 229
fill_cells = 490
fin_util = 0.338

[routing]
routed_via_density = 4.35
wl_um = 2150
wl_per_cell_um = 9.37
drtAntennaViolNets = 0
vias = 997
drt-pass1-iter-count = 4
route.detailed.drc = 0
diodes = 0
drt_iter0_markers = 42

[clocking]
cts_resized = 0
post_cts_buffers = 0
cts_root_buffer = "clkbuf_8"
cts_buffers = 3
path_clk_slew_ns = 0.07
cts_hold_buf = 0
clock_latency_ns = 0.25
htreeDepth = 1
cts_tree = "yes"
cts_max_path_buffers = 2

[global_route]
grt_pass1_wl_um = 3790
track_usage = 0.0902
grt_max_degree = 15
grt_pass1_vias = 896
overflow = 0
antenna_found_initial = 0

[flow_run]
drv_cap = 0
warnings = 26

[outcome]
status = "finished clean"
[flip-flops by register name, indices dropped and copies added, names as in the netlist]
register   cells
counter       18
lights         9
driver         3
direction      1
move           1
[cells in the mapped netlist, drive strengths merged, types with 3 or more instances]
master / count
nand2: 31
nand3: 5
nand4: 6
dfxtp: 31
nor3: 3
inv: 5
o21ai: 6
xnor2: 6
xor2: 9
buf: 15
nor2: 19
[cells by family after synthesis]
| family | synth area share |
|---|---|
| AND-OR/OR-AND | 0.0846 |
| XOR/XNOR | 0.0888 |
| adder cells (fa/ha/maj) | 0.0169 |
| buffers and inverters | 0.0973 |
| flip-flops | 0.440 |
| AND/OR/NAND/NOR | 0.272 |
[layer usage]
layer,up-vias,share of wire,GRT usage,routed length (µm)
met2,18,0.42,0.140,904
met4,0,0.0047,0.00654,10
met5,-,0,0,0
li1,533,-,-,-
met3,2,0.040,0.0197,85
met1,444,0.53,0.138,1140
[metrics by stage]
step	total power [mW]	area [µm²]	hold slack [ns]
floorplan	0.153	1480	0.448
global placement	0.153	1550	0.473
detailed placement	0.153	1550	0.480
CTS	0.255	1600	0.496
global route	0.262	1600	0.532
finish	0.251	1600	0.487
[area by class of cell]
type,count,area [µm²],area share
Timing Repair Buffer,11,108,0.0675
Clock buffer,3,41.3,0.0259
Sequential cell,32,651,0.408
Multi-Input combinational cell,109,684,0.429
Inverter,6,22.5,0.0141
Clock inverter,1,5.00,0.00314
Tap cell,67,83.8,0.0525
[worst max-delay path by stage]
stage          start  endpoint  slack [ns]  cells past startpoint
6_report  counter[0]      move        2.37                      7
5_1_grt   counter[0]      move        2.14                      7
4_1_cts   counter[0]      move        2.33                      7
[report_power, final]
group / switching, mW / leakage (nW) / internal (mW)
Sequential: 0 / 0.261 / 0.149
Clock: 0.0473 / 0.0255 / 0.0542
Combinational: 0 / 0.263 / 0
Power figures rest on the tool's default switching activity, not on a simulated workload.
